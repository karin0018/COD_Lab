`design/flow/run.sh`:
```
#!/bin/bash
# OpenROAD 26Q1-2900-gdf79404cd8, Yosys 0.63+post, stock flow scripts
make -C /OpenROAD-flow-scripts/flow DESIGN_CONFIG=/design/flow/config.mk WORK_HOME=/design/flow/orfs finish
```
`design/flow/constraint.sdc`:
```
current_design ID_EX_Reg

set clk_period 1.0
set clk_io_pct 0.2

create_clock -name clk0 -period $clk_period [get_ports {clk}]

set non_clock_inputs [all_inputs -no_clocks]
set_input_delay [expr $clk_period * $clk_io_pct] -clock clk0 $non_clock_inputs
set_output_delay [expr $clk_period * $clk_io_pct] -clock clk0 [all_outputs]
```
`design/flow/design.v`:
```
`timescale 1ns / 1ps
module ID_EX_Reg #(parameter N = 32)
   (input clk,
    input [N-1:0] RegData_A_id,
    input [N-1:0] RegData_B_id,
    input [N-1:0] ImmData_id,
    input [4:0] RsAddr_id,
    input [4:0] RtAddr_id,
    input [4:0] RdAddr_id,
    input RegWrite_id,
    input MemToReg_id,
    input MemWrite_id,
    input MemRead_id,
    input AluSrcB_id,
    input RegDst_id,
    input [1:0] AluOp_id,
    output reg [N-1:0] RegData_A_ex,
    output reg [N-1:0] RegData_B_ex,
    output reg [N-1:0] ImmData_ex,
    output reg [4:0] RsAddr_ex,
    output reg [4:0] RtAddr_ex,
    output reg [4:0] RdAddr_ex,
    output reg RegWrite_ex,
    output reg MemToReg_ex,
    output reg MemWrite_ex,
    output reg MemRead_ex,
    output reg AluSrcB_ex,
    output reg RegDst_ex,
    output reg [1:0] AluOp_ex
    );
    always@(posedge clk)
    begin
        RegData_A_ex <=  RegData_A_id;
        RegData_B_ex <= RegData_B_id;
        ImmData_ex <= ImmData_id;
        RsAddr_ex <= RsAddr_id;
        RtAddr_ex <= RtAddr_id;
        RdAddr_ex <= RdAddr_id;
        RegWrite_ex <= RegWrite_id;
        MemToReg_ex <= MemToReg_id;
        MemWrite_ex <= MemWrite_id;
        MemRead_ex <= MemRead_id;
        AluSrcB_ex <= AluSrcB_id;
        RegDst_ex <= RegDst_id;
        AluOp_ex <= AluOp_id;
    end
endmodule
```
`design/flow/config.mk`:
```
export PLATFORM = sky130hd
export DESIGN_NAME = ID_EX_Reg
export DESIGN_NICKNAME = ID_EX_Reg
export VERILOG_FILES = /design/flow/design.v
export SDC_FILE = /design/flow/constraint.sdc
export NUM_CORES = 4
export LEC_CHECK = 1
export CORE_AREA = 10 10 130 130
export DIE_AREA = 0 0 140 140
```
==> flow_summary.json <==
{
  "cpPeakStageDelay_ns": 0.31,
  "ys_types": 1,
  "grt_max_degree": 17,
  "area_growth_pct": 109,
  "ant_nets": 0,
  "grt_pass1_vias": 1910,
  "grt_remaining_overflow": 0,
  "worst-slew-pin-transition_ns": 0.174,
  "max_clock_freq_ghz": 0.987,
  "cts_tree": "built",
  "wl_per_cell_um": 14.3,
  "cp_num_buf_inv": 1,
  "start_kind": "flop",
  "io_pins": 239,
  "grt_pass1_wl_um": 11900,
  "setup_viol": 12,
  "status": "finished with violations",
  "first_pass_iters": 4,
  "place.gp.congestion": 0.736,
  "dieWidth_um": 140,
  "ys_ff": 119,
  "ys.flop_type": "dfxtp_1",
  "dpl.hpwl_um": 6630,
  "fin_crit_sh_pct": 101,
  "maxCapViolations": 0,
  "fin_crit_ns": 1.01,
  "cpMaxStageDelayCell": "dfxtp_2",
  "hold_class": "in -> reg",
  "relSlewSlack_pct": 88.4,
  "worst_setup_path_end_kind": "primary output",
  "grt_usage_pct": 7.92,
  "cp.arrival_ns": 0.81,
  "path_cells": "buf_2",
  "edf_count": 0,
  "synthTopCellsByCount": "dfxtp_1",
  "htreeDepth": 4,
  "avgViaCountPerCell": 3.19,
  "peakVddDrop_mv": 0.894,
  "antenna_found_initial": 0,
  "p_leak_nw": 2.22,
  "vias": 1811,
  "ys_cells": 119,
  "synth_top_area_share_pct": 100,
  "syn_inst": 119,
  "syn_area_mm2": 0.00238,
  "io_buffers": 238,
  "synth_seq_share_pct": 100,
  "core_mm2": 0.0140,
  "finish.utilization_pct": 35.6,
  "yosys_warnings": 1,
  "cts_sinks": 119,
  "drv_slew": 0,
  "drt_iter0_markers": 31,
  "post-cts-setup-buffers": 0,
  "area_leaders": "dfxtp_1",
  "rows": 43,
  "synth_area_per_cell_um2": 20.0,
  "crit_family": "flip-flops",
  "numCtsBuffers": 17,
  "path_class": "reg -> out",
  "drt-total-wl_um": 8120,
  "setup_slack_ns": -0.0137,
  "drc": 0,
  "fp_util_pct": 17.0,
  "warnings": 27,
  "cp.required_ns": 0.80,
  "yosysTopAreaCell": "dfxtp_1",
  "grt_setup_unrepaired": "true",
  "ctsLongestPathBuffers": 2,
  "postSynth.asyncResetShare_pct": 0,
  "drive_above_1_share_pct": 41.6,
  "die_height_um": 140,
  "cts_root_buf": "clkbuf_16",
  "failed_checks": "setup timing",
  "diodes": 0,
  "logic_area_um2": 0,
  "path_clk_slew_ns": 0.05,
  "place_ws_ns": -0.0169,
  "dieArea_mm2": 0.0196,
  "ys_area_mm2": 0.00238,
  "top_cell": "dfxtp_1",
  "power.density_mw_per_mm2": 2280,
  "finalHoldViolCount": 0,
  "logic_gate_count": 0,
  "cp_max_fo": 1,
  "final.setup.tns_ns": -0.0605
}
[layout make-up]
cell class | count | area, um^2
well taps | 180 | 225
repair buffers | 238 | 1790
clock inverters | 8 | 72.6
fillers | 1375 | 9010
clock buffers | 22 | 494
flip-flops and latches | 119 | 2400
[layout by cell type (no fill, tap or decap)]
cell / instances
buf_2: 118
buf_6: 1
bufinv_16: 1
clkbuf_16: 17
clkbuf_8: 5
clkdlybuf4s50_1: 119
clkinv_2: 4
clkinvlp_4: 3
dfxtp_1: 107
dfxtp_2: 12
[registers in the layout, indices dropped and copies added, names as in the netlist, 2 cells and up]
signal        flops
RdAddr_ex         5
ImmData_ex       32
RsAddr_ex         5
RtAddr_ex         5
RegData_A_ex     32
AluOp_ex          2
RegData_B_ex     32
[timing repair]
item / CTS / global route
hold endpoints to repair: 0 / 0
resized: 379 / 6
hold buffers: 0 / 0
endpoints found under the setup margin: 119 / 119
[per-stage QoR]
step	hold slack [ns]	cells	power, mW	cell area (um^2)
final	0.239	567	11.4	4980
after CTS	0.208	567	11.6	4970
after global placement	0.650	537	6.07	4990
after floorplan	0.228	119	5.09	2380
after global routing	0.198	567	11.9	4980
after detailed placement	0.652	537	6.08	4990
[layer usage]
layer | part of all wire [%] | up-vias | wire (um) | track usage, %
met2 | 53 | 103 | 4300 | 13.6
li1 | - | 884 | - | -
met1 | 35 | 817 | 2820 | 8.24
met4 | 1.5 | 0 | 122 | 1.41
met5 | 0 | - | 0 | 0
met3 | 11 | 7 | 876 | 4.76
[cell families after synthesis]
group,synth area share [%]
DFF,100
[power by group]
group	internal, mW	total [mW]	switching [mW]
Sequential	5.01	5.06	0.0505
Combinational	0.555	0.656	0.101
Clock	3.69	5.64	1.95
[path summary, 6_finish.rpt]
path	from	endpoint	slack, ns	depth (start not counted)
worst max-delay path	RegData_A_ex[31]$_DFF_P_	RegData_A_ex[31]	-0.01	1
worst min-delay path	RegData_B_id[13]	RegData_B_ex[13]$_DFF_P_	0.24	1
Power is estimated from default activity; no workload was simulated.
